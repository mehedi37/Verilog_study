==> config.mk <==
export PLATFORM = sky130hd
export DESIGN_NAME = cb
export DESIGN_NICKNAME = cb
export VERILOG_FILES = /design/flow/design.v
export SDC_FILE = /design/flow/constraint.sdc
export NUM_CORES = 4
export LEC_CHECK = 1
export CORE_AREA = 10 10 71 71
export DIE_AREA = 0 0 81 81
==> constraint.sdc <==
current_design cb

set clk_period 3.1
set clk_io_pct 0.2

create_clock -name clk0 -period $clk_period

set non_clock_inputs [all_inputs -no_clocks]
set_input_delay [expr $clk_period * $clk_io_pct] -clock clk0 $non_clock_inputs
set_output_delay [expr $clk_period * $clk_io_pct] -clock clk0 [all_outputs]
==> design.v <==
module cb(
  input [3:0] a, b, c, d,
  output [3:0] Arithmetic, Shift, Relational, Equality, Bitwise, Reduction, Logical, Concatenation, Conditional
);
  assign Arithmetic = b + c;
  assign Shift = b >> c;     
  assign Relational = a > b;
  assign Equality = a == b;
  assign Bitwise = b & c;    
  assign Reduction = &b;   
  assign Logical = (a > b) || (a > d);
  assign Concatenation = {c[1:0], d[3:2]};
  assign Conditional = (a > b) ? a : b;
endmodule
==> run.sh <==
#!/bin/bash
# OpenROAD 26Q1-2900-gdf79404cd8, Yosys 0.63+post, stock flow scripts
make -C /OpenROAD-flow-scripts/flow DESIGN_CONFIG=/design/flow/config.mk WORK_HOME=/design/flow/orfs finish
==> impl_metrics.tcl <==
# implementation run metrics
set metrics [dict create \
    drtIter0Drc 26 \
    vias_per_cell 3.828 \
    core_area_um2 3633 \
    synth_cell_types 24 \
    grt_pass1_vias 764 \
    synthCells 76 \
    period_minus_slack_ns 2.993 \
    setup_viol 0 \
    pin_count 52 \
    period_used_share 0.9654 \
    netlist_top_cells_count "buf_4, ha_1, inv_1, a21oi_1" \
    antenna_found_initial 0 \
    critical_path.startpoint "a[1]" \
    synth_area_um2 609.3 \
    drv_slew 0 \
    flop_area_um2 0 \
    overflow 0 \
    fp_util 0.1677 \
    dp_hpwl_mm 1.934 \
    synth_dominant_cell_count "buf_4" \
    drive_above_1_share 0.3130 \
    fmax_mhz 334.2 \
    wl_met3_um 105 \
    drc 0 \
    grt_max_degree 8 \
    wl_mm 2.197 \
    die-height_um 81 \
    cp.required_ns 2.48 \
    wl_met2_mm 1.193 \
    utilization 0.3275 \
    yosys.area.top_type "ha_1" \
    wl_per_cell_um 12.21 \
    arrival_ns 2.37 \
    setup_ws_ns 0.1073 \
    vias 689 \
    syn2layout_area_growth_pct 95.28 \
    postSynthSeqShare 0 \
    crit_fanout 6 \
    instances_no_fill 180 \
    netlist.area_leader.share 0.2669 \
    grt_pass1_wl_mm 3.546 \
    m1WireLength_um 863 \
    hp-class "primary input to primary output" \
    worstSetupPathType "primary input to primary output" \
    fillers 387 \
    num_rows 22 \
    setup-tns-final_ns 0 \
    hp-start "b[2]" \
    yosysWarnings 0 \
    vdd_ir_drop_max_mv 0.02868 \
    rsz0062_at_grt "false" \
    placed_area_um2 1111 \
    dp.cells 175 \
    pre_cts_slack_ns -0.2312 \
    routed.top_layer "met4" \
    area_leaders "ha_1, buf_4, mux2_4" \
    io_buffers 40 \
    die_w_um 81 \
    post-route-cell-area_um2 1190 \
    ant_nets 0 \
    cap_viol_max_count 0 \
    ff_count 0 \
    log.warning_count 33 \
    dieArea_um2 6561 \
    grtUsageTotal 0.06480 \
    clkbuf_count 0 \
    worst_setup_path_end_kind "primary output" \
    yosys-stat-area_um2 609.3 \
    crit_path_start_kind "primary input" \
    p_per_area_nw_per_um2 151.5 \
    ys_cells 76 \
    leakagePower_uw 0.0005655 \
    status "finished clean" \
    firstDrtPassIters 4 \
    syn_area_per_cell_um2 8.018 \
    globalplace.congestion 0.8189 \
    final_hold_viol_count 0 \
]
worst max-delay path, stage by stage:
cell,delay (ns)
dlygate4sd2_1,0.28
ha_4,0.28
nor2b_4,0.13
o211ai_2,0.10
a21oi_4,0.24
mux2_4,0.32
clkdlybuf4s50_1,0.41
final cells by class:
cell class / count / area (µm²) / area share
antenna: 1 / 2.502 / 0.002103
tap: 48 / 60.06 / 0.05047
inverter: 13 / 48.80 / 0.04101
multi-input combinational: 58 / 540.5 / 0.4543
timing repair buffer: 60 / 538.0 / 0.4522
report_power, final:
group          switching [µW]  internal (µW)   leakage [µW]
Sequential                  0              0              0
Combinational            60.4            120       0.000566
Clock                       0      0.0000431  0.00000000634
worst paths after layout:
kind	slack [ns]	cells past startpoint	endpoint
worst min-delay path	1.94	4	Conditional[2]
worst max-delay path	0.11	7	Conditional[1]
per-layer routing:
| layer | vias to the layer above | GRT usage |
|---|---|---|
| met4 | 0 | 0.008651 |
| met1 | 314 | 0.07298 |
| met2 | 23 | 0.1290 |
| met3 | 2 | 0.006682 |
| li1 | 350 | - |
| met5 | - | 0 |
layout by cell type (no fill, tap or decap), types with 2 or more instances in the layout:
cell / count
ha_2: 2
a21oi_1: 4
clkdlybuf4s50_1: 30
conb_1: 12
o21ai_0: 2
dlygate4sd2_1: 10
mux2_4: 4
ha_4: 3
nand2_1: 3
inv_1: 9
buf_4: 20
nor3_1: 3
inv_2: 4
ha_1: 8
repair_timing:
action	4_1_cts	5_1_grt
hold buffers	0	0
gates resized	20	3
setup buffers	4	0
pin swaps	1	1
setup endpoints to repair	8	5
endpoints found under the hold margin	0	0
per-stage QoR:
stage	hold WS [ns]	total power [µW]
global placement	2.087	166.4
floorplan	1.254	68.38
global route	1.978	200.6
finish	1.937	180.3
detailed placement	2.092	166.9
CTS	1.945	180.3
kinds of logic (layout without fill, tap and decap cells):
family                     count (synthesis)  after routing  synth area share
xor gates and xnor gates                   2              2           0.02875
buffers and inverters                     29             73            0.2772
muxes                                      5              5            0.1170
adders and majority gates                 14             14            0.2998
AOI/OAI and AO/OA                         13             13            0.1581
and+or+nand+nor                           12             12            0.1129
other                                      1             13          0.006154
Power and IR drop assume default switching activity.
